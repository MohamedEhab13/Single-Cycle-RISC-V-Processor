### design/flow/config.mk
export PLATFORM = sky130hd
export DESIGN_NAME = alu
export DESIGN_NICKNAME = alu
export VERILOG_FILES = /design/flow/design.v
export SDC_FILE = /design/flow/constraint.sdc
export NUM_CORES = 4
export LEC_CHECK = 1
export CORE_UTILIZATION = 50
### design/flow/constraint.sdc
current_design alu

set clk_period 11.2
set clk_io_pct 0.2

create_clock -name clk0 -period $clk_period

set non_clock_inputs [all_inputs -no_clocks]
set_input_delay [expr $clk_period * $clk_io_pct] -clock clk0 $non_clock_inputs
set_output_delay [expr $clk_period * $clk_io_pct] -clock clk0 [all_outputs]
### design/flow/design.v
module alu(input logic [31:0] SrcA, 
			input logic [31:0] SrcB, 
			input logic [3:0] ALUControl , 
			output logic  [31:0] ALUResult, 
			output logic Zero, Sign);
logic [31:0] Sum;
logic Overflow;
assign Sum = SrcA + (ALUControl[0] ? ~SrcB : SrcB) + ALUControl[0];   
assign Overflow = ~(ALUControl[0] ^ SrcB[31] ^ SrcA[31]) & (SrcA[31] ^ Sum[31]) & (~ALUControl[1]);
assign Zero = ~(|ALUResult);
assign Sign = ALUResult[31];
always_comb
		casex (ALUControl)
				4'b000x: ALUResult = Sum;				 
				4'b0010: ALUResult = SrcA & SrcB;	 
				4'b0011: ALUResult = SrcA | SrcB;	 
				4'b0100: ALUResult = SrcA << SrcB;	 
				4'b0101: ALUResult = {{30{1'b0}}, Overflow ^ Sum[31]};  
				4'b0110: ALUResult = SrcA ^ SrcB;    
				4'b0111: ALUResult = SrcA >> SrcB;   
				4'b1000: ALUResult = ($unsigned(SrcA) < $unsigned(SrcB));  
				4'b1111: ALUResult = SrcA >>> SrcB;  
				default: ALUResult = 32'bx;
		endcase
endmodule
### design/flow/run.sh
#!/bin/bash
# OpenROAD 26Q1-2900-gdf79404cd8, Yosys 0.63+post, stock flow scripts
make -C /OpenROAD-flow-scripts/flow DESIGN_CONFIG=/design/flow/config.mk WORK_HOME=/design/flow/orfs finish
==> flow_summary.ini <==
; synthesis and place-and-route metrics
[floorplan]
die-area_um2 = 18070
num_io_pins = 102
core_um2 = 17240
die_h_um = 134.4
rows = 48
fp_util = 0.5086
die_w_um = 134.4

[finish]
drive_above_1_share = 0.08749
ff_latch_area_um2 = 0
nFillCells = 1674
n_clock_buffer = 0
seq_cell_count = 0
syn2layout_area_growth_pct = 12.24

[sta]
period_minus_slack_ps = 9277
post-route-period-util = 0.8283
fin_ws_ps = 1923
slew_viol_final = 0
rsz0062_at_grt = false
hold_violations = 0
setup_tns_ps = 0
timing.fmax_ghz = 0.1078
setup_viol = 0
relSlewSlack = 0.2972
tightest_slew_ps = 1051

[power_and_ir_drop]
leakage_nw = 4.072
peakVddDrop_v = 0.00004282
p_per_area_nw_per_um2 = 59.51

[synth]
avgSynthCellArea_um2 = 7.392
top_area_frac = 0.1798
yosys-stat-cells = 1186
common_cells = ha_1, nand2_1, nor2_1, inv_1, a21oi_1
synth_top_cell_by_area = ha_1
syn_inst = 1186
syn_area_um2 = 8767
postSynthSeqShare = 0
ys_warn_count = 1
yosys-top-cells-area = ha_1, mux4_2, nand2_1
yosys_area_um2 = 8767
synth_cell_types = 82
synth.most_common_cell = ha_1

[clock_network]
postCtsSetupRepairBufs = 0
ctsHoldBuffers = 0
cts_resized = 0

[setup_path]
crit_type = input port to primary output
cp-start-kind = input port
end_kind = primary output
cp.required_ps = 8960
path_delay_family = simple AND/OR/NAND/NOR gates
worstPathMaxFanout = 11
crit_slowest_cell = o311ai_0
path_cells = clkdlybuf4s50_1 -> ha_1 -> a21oi_1 -> o21ai_0 -> o311ai_0 -> nand4_1 -> or4_1 -> or3_1 -> nor4_2 -> nand4_1 -> nor2_1 -> clkdlybuf4s50_1
crit_arrival_ps = 7040
crit_path_start = SrcA[12]
cpPeakStageDelay_ps = 840
crit_buf_inv = 2

[placed_design]
io_buffers = 102
pre_cts_ws_ps = 2140
gp_congestion = 1.198
hpwlAfterDp_um = 31420

[grt]
grt_max_degree = 65
grt_usage = 0.4556
overflow = 0
grt_pass1_vias = 9406
antenna_found_initial = 1
grt_pass1_wl_um = 59470

[drt]
postRouteAntennaNets = 0
route.detailed.drc = 0
drtPass1Iterations = 6
wire_per_inst_um = 27.84
drt-vias-per-instance = 7.151
num_vias = 10350
diodes = 0
wl_um = 40310
drt-initial-drc-count = 1258

[job]
drv_cap = 0
warning_count = 97

[hold_path]
hold_path.class = input port to primary output
min_from = SrcB[2]

[status]
status = finished, final reports clean
## worst paths after layout
path              depth (start not counted)           end
hold / removal                            7  ALUResult[2]
setup / recovery                         12          Zero
## worst min-delay path, delay by kind of cell
kind | cells | cell delay [ps]
buffers and inverters | 3 | 730
AOI/OAI and AO/OA | 2 | 270
and+or+nand+nor | 2 | 220
## metal layers
| metal | vias to the layer above | wire length [µm] | track usage | part of all wire |
|---|---|---|---|---|
| met5 | - | 11 | 0 | 0.00027 |
| met4 | 2 | 2386 | 0.2097 | 0.059 |
| met3 | 145 | 5045 | 0.1327 | 0.13 |
| met2 | 755 | 16400 | 0.6480 | 0.41 |
| met1 | 4865 | 16460 | 0.6387 | 0.41 |
| li1 | 4587 | - | - | - |
## final cells by class
cell class	count	area, µm²	share of cell area
inverter	83	311.5	0.03166
multi-input combinational	1017	8092	0.8223
timing repair buffer	123	1156	0.1175
tap	225	281.5	0.02861
## per-stage QoR
step                      hold slack [ps]  area, µm²  power (mW)    util  std cells
final                                5714       9841      0.5856  0.5709       1448
after global routing                 5734       9841      0.6239  0.5709       1448
after CTS                            5671       9841      0.5669  0.5709       1448
after detailed placement             5666       9841      0.5627  0.5709       1448
after global placement               5681       9841      0.5643  0.5709       1448
after floorplan                      4640       8767      0.3399       -       1186
## cells by family after synthesis
family	after synthesis	share of synthesized area
and+or+nand+nor	386	0.2145
AOI/OAI and AO/OA	344	0.2712
buffers and inverters	169	0.07949
adders and majority gates	127	0.1821
muxes	109	0.2018
xor gates and xnor gates	51	0.05095
## report_power, final
group	switching (mW)	internal (mW)
Clock	0	0
Combinational	0.344	0.242
Sequential	0	0
## cell usage in the layout (no fill, tap or decap), types with 6 or more instances in the layout
cell type / n
ha_1: 126
nand2_1: 103
nor2_1: 99
clkdlybuf4s50_1: 97
inv_1: 80
a21oi_1: 61
o21ai_0: 59
mux4_2: 52
xor2_1: 39
mux2i_1: 37
nor3_1: 37
nand3_1: 35
buf_4: 22
a211oi_1: 21
a221oi_1: 21
nor4_1: 18
nor2b_1: 18
a21o_1: 17
nand4_1: 16
o22ai_1: 16
a31oi_1: 16
o211ai_1: 15
nand2b_1: 13
a22oi_1: 13
xnor2_1: 12
mux2_1: 11
o31ai_1: 10
o21a_1: 9
o2111ai_1: 8
or3_1: 8
mux2_2: 8
and3_1: 7
o21ai_1: 7
a2111oi_0: 6
and2_1: 6
o221ai_1: 6
Power figures rest on the tool's default switching activity, not on a simulated workload.

### ./design.v
module regfile(input logic clk,
					input logic we3,
					input logic [4:0] a1, a2, a3,
					input logic [31:0] wd3,
					output logic [31:0] rd1, rd2);
	logic [31:0] rf[31:0]; 	 
	assign rd1 = (a1 != 0 ) ? rf[a1] : 0;
	assign rd2 = (a2 != 0 ) ? rf[a2] : 0;
	always_ff @(negedge clk)
		if (we3) rf[a3] <= wd3;
endmodule
### ./run.sh
#!/bin/bash
# OpenROAD 26Q1-2900-gdf79404cd8, Yosys 0.63+post, stock flow scripts
make -C /OpenROAD-flow-scripts/flow DESIGN_CONFIG=/design/flow/config.mk WORK_HOME=/design/flow/orfs finish
### ./config.mk
export PLATFORM = sky130hd
export DESIGN_NAME = regfile
export DESIGN_NICKNAME = regfile
export VERILOG_FILES = /design/flow/design.v
export SDC_FILE = /design/flow/constraint.sdc
export NUM_CORES = 4
export LEC_CHECK = 1
export CORE_UTILIZATION = 30
### ./constraint.sdc
current_design regfile

set clk_period 7.1
set clk_io_pct 0.2

create_clock -name clk0 -period $clk_period [get_ports {clk}]

set non_clock_inputs [all_inputs -no_clocks]
set_input_delay [expr $clk_period * $clk_io_pct] -clock clk0 $non_clock_inputs
set_output_delay [expr $clk_period * $clk_io_pct] -clock clk0 [all_outputs]
==> run notes <==
run metrics: status=finished with violations, violated checks=negative setup slack, DP HPWL=92.5 mm, Switching Share=0.284, CTS tree=yes, critical path's most frequent cell=mux4_2, Logic area=17400 um2, Synth Instances=between 2k and 2.5k, worst-case clock buffer depth=3, clock share of power=0.492, floorplan utilization=0.302, Hold WC Path Type=in -> out, CP Max Fanout=2, CTS Buf Count=109, leak pwr=23.6 nW, share of power burned in registers=0.423, DR vias/cell=5.31, Largest Register=rf, Die W=398 um, ratio of cells with drive above 1 in the final layout=0.328, internal power=around 12 mW, yosys cell count=between 2k and 2.5k, Overall Global Routing Usage=0.219, Reg area=30700 um2, Logic pwr share=0.085, starting DRC count in detailed routing=1570, first-pass GRT wire length=approximately 230 mm, flops & latches, synth=1024, Setup Viol. Count Final=64, biggest regs=rf: 1024 flops, max FFs per register=1024, via count=30.5k, Synth Warn #=1, Fin Setup TNS=-18.71 ns, drt first pass iters=19, Max-Cap Viols=0, Root Buffer=clkbuf_16, switching pwr=4.57 mW, die area=159000 um2, Clock transition at path regs=0.03 ns, RSZ-0062 raised after global routing=true, Top-area cell share=0.653, routed len/inst=28.0 um, # DRC=0, dominant cell type by area after synthesis=edfxtp_1, crit path cell chain=mux4_2 > mux4_2 > o22ai_1 > nor3_2 > dlygate4sd2_1, Yosys chip area=47100 um2, row cnt=145, Worst Path Arrival=6.17 ns, fill cell count=13.4k, IO Pins=113, Power, Total=about 16 mW, VDD IR-drop max=0.000214 V, Synth cell types=40, flip-flops with a built-in enable=slightly above 1k, top cells, area=edfxtp_1 65%, mux4_2 22%, mux2i_1 3.4%, hold buffers post-CTS=0, crit path DRT=about 5.7 ns, Log Warnings=1030, Sink Count=slightly above 1k, worst-margin pin slew=1.08 ns, core area=156000 um2, GPL Wtd Cong=0.882, register share after synthesis=0.653, grt ovf=0, Setup crit end kind=primary output, Slowest-stage cell, CP=mux4_2, H-tree level count=3, relative slew slack=0.281, Layout area overhead=31.2%, fin util=0.396, ys flop type=edfxtp_1, Final Max-Slew Violation Tally=0, PnR worst setup slack=-0.486 ns, Critical Path Source Type=flop, ys async rst share=0, initial antenna violation count=5, pin count of the biggest net entering global routing=76, Hold Slack=3.73 ns, die height=approximately 400 um, number of global-route vias before repair=around 37k, DRT antenna net count=0, average cell area after synthesis=20.6 um2, IO buf count=112, drt total wl=161 mm, Mapped Area=approximately 47000 um2, CP max stage delay=0.49 ns, Crit Path Category=reg -> out, Final Hold Fails=0, PD cells=roughly 260 nW/um2
metrics by stage:
step / setup WS (ns) / cell area (um2) / std cells
final: -0.486 / 61800 / 5741
after global routing: -0.551 / 61700 / 5740
after CTS: -0.530 / 61500 / 5732
after detailed placement: -0.617 / 52500 / 4496
after global placement: -0.652 / 52500 / 4496
after floorplan: -0.304 / 47100 / 2291
layout by cell type, fill, tap and decap left out, drive strengths merged, types with 4 or more instances in the layout:
| cell type | instances |
|---|---|
| a2111oi | 61 |
| a211oi | 4 |
| a21oi | 8 |
| a221oi | 6 |
| a22o | 53 |
| a22oi | 16 |
| a32o | 4 |
| buf | 318 |
| bufinv | 15 |
| clkbuf | 116 |
| clkdlybuf4s50 | 40 |
| clkinvlp | 34 |
| edfxtp | 1024 |
| inv | 1060 |
| mux2 | 33 |
| mux2i | 160 |
| mux4 | 465 |
| nand2 | 7 |
| nand2b | 6 |
| nand3 | 4 |
| nand3b | 7 |
| nor2 | 39 |
| nor2b | 13 |
| nor3 | 55 |
| nor4 | 5 |
| o221ai | 5 |
| o22ai | 105 |
| or3b | 4 |
critical path: cells and delay by family, from the launching register on:
| kind | cells | cell delay (ns) |
|---|---|---|
| multiplexers | 2 | 0.98 |
| buffers and inverters | 1 | 0.28 |
| AND/OR/NAND/NOR | 1 | 0.09 |
| AND-OR/OR-AND | 1 | 0.17 |
| flip-flops | 1 | 0.39 |
per-layer routing:
layer,GRT usage,up-vias,part of all wire
met1,0.199,14800,0.30
li1,-,12800,-
met2,0.313,2602,0.47
met3,0.216,334,0.20
met4,0.0999,10,0.035
met5,0.0230,-,0.0015
synthesized netlist by cell type (16+ instances only):
cell       instances
buf_2             60
nor2_1            39
edfxtp_1        1024
nor3_1            55
mux4_2           465
a22oi_1           16
mux2i_1          160
buf_4             28
mux2_2            33
a22o_1            53
o22ai_1          105
a2111oi_0         49
buf_1             18
clkbuf_1          69
kinds of logic after synthesis:
group                  Yosys count  synth area share
DFF                           1024             0.653
AOI/OAI and AO/OA              264            0.0436
and+or+nand+nor                149            0.0163
buffers and inverters          196            0.0226
muxes                          658             0.264
final timing paths:
check | from | slack [ns] | depth (start not counted) | to
max | rf[31][1] | -0.49 | 5 | rd1[1]
min | a1[0] | 3.73 | 4 | rd1[19]
power by group through the flow:
stage / clock network [mW] / registers, mW / logic (mW)
finish: 7.94 / 6.81 / 1.38
global route: 8.84 / 6.81 / 1.45
CTS: 8.15 / 6.81 / 1.37
timing repair:
item | CTS | global route
gates resized | 481 | 34
buffers inserted | 38 | 10
setup endpoints to repair | 64 | 64
pin swaps | 157 | 33
cell type report:
class	instances	area share
Clock inverter	1108	0.0751
Sequential cell	1024	0.498
Timing Repair Buffer	363	0.0569
Inverter	3	0.000182
Multi-Input combinational cell	1071	0.282
Antenna cell	1	0.0000405
Tap cell	2058	0.0417
Clock buffer	113	0.0458
Power figures rest on the tool's default switching activity, not on a simulated workload.

`flow/config.mk`:
```
export PLATFORM = sky130hd
export DESIGN_NAME = dmem
export DESIGN_NICKNAME = dmem
export VERILOG_FILES = /design/flow/design.v
export SDC_FILE = /design/flow/constraint.sdc
export NUM_CORES = 4
export LEC_CHECK = 1
export CORE_UTILIZATION = 40
```
`flow/constraint.sdc`:
```
current_design dmem

set clk_period 40.2
set clk_io_pct 0.2

create_clock -name clk0 -period $clk_period [get_ports {clk}]

set non_clock_inputs [all_inputs -no_clocks]
set_input_delay [expr $clk_period * $clk_io_pct] -clock clk0 $non_clock_inputs
set_output_delay [expr $clk_period * $clk_io_pct] -clock clk0 [all_outputs]
```
`flow/design.v`:
```
module dmem(input logic clk, we, 
		input logic [31:0] a, wd, 
		output logic [31:0] rd);
	logic [31:0] RAM[63:0];  
	assign rd = RAM[a[31:2]];      
	always_ff @(posedge clk)
		if (we) RAM[a[31:2]] <= wd;
endmodule
```
`flow/run.sh`:
```
#!/bin/bash
# OpenROAD 26Q1-2900-gdf79404cd8, Yosys 0.63+post, stock flow scripts
make -C /OpenROAD-flow-scripts/flow DESIGN_CONFIG=/design/flow/config.mk WORK_HOME=/design/flow/orfs finish
```
==> flow_summary.ini <==
; synthesis and place-and-route metrics
[layout]
areaGrowthSynthToFinish_pct = 13.7
ff_latch_area_mm2 = 0.0615
nFillCells = 16000
drive_gt1_frac = 0.181
largest_register_ffs = 2048
layout.cells.non_filler = 7085
comb_area_mm2 = 0.0161
fin_util = 0.458

[pwr]
powerDensity_mw_per_mm2 = 49.3
total_power_w = 0.00439
p_leak_nw = 28.3
vdd_drop_max_mv = 0.0444

[synthesis]
top_cells_by_count = 2048 x edfxtp_1, 259 x mux2i_1, 188 x a22oi_1
numSynthFlops = 2048
compound_area_frac = 0.0873
synth_cell_types = 55
synthXorXnorAreaFrac = 0
synthTopLogicFamily = AND-OR/OR-AND gates
synth_cells = 4207
ys_sh_adder = 0
mux_area_frac = 0.0819
top_area_frac = 0.786
synth_area_mm2 = 0.0783
async_flop_share = 0
yosysWarnings = 1
largest_area_cell = edfxtp_1
avgSynthCellArea_um2 = 18.6
ys_chip_area_mm2 = 0.0783
yosys.area_share.simple = 0.0283
edf_count = 2048
synthFlopType = edfxtp_1
ys_seq_frac = 0.786
synth_top_cell_by_count = edfxtp_1
ys_cells = 4207
area_leaders = edfxtp_1 79%, mux2i_1 3.3%, mux4_2 2.8%

[floorplanning]
dieWidth_um = 444
fp_util = 0.402
io_pins = 98
die_area_mm2 = 0.197
die_h_um = 444
core_mm2 = 0.195
rows = 162

[setup_path]
path_class = primary input to output pin
cp-end-kind = output pin
critPathMaxFanout = 66
crit_arrival_ns = 13.46
cp.required_ns = 32.16
start_kind = primary input

[worst_hold_path]
min_path_type = primary input to register

[routing]
vias_per_cell = 5.85
wl_per_cell_um = 29.1
ant_nets = 0
detail_route.wirelength_um = 206000
drt_iter0_markers = 2940
vias = 41400
drcViolationCount = 0
drtPass1Iterations = 6

[placement]
portBuffers = 71
dp_hpwl_um = 113000
gp_congestion = 0.866
dp.cells = 6715

[global_routing]
gr-usage-all-layers = 0.229
grt_pass1_wl_um = 299000
grt_start_max_net_pins = 95
grt_pass1_vias = 43900
antenna_found_initial = 3
grt-ovfl-total = 0

[clock_tree]
numCtsBuffers = 201
ctsResizeCount = 0
clockBufferDepth = 3
clockRootBuffer = clkbuf_16
h-tree-depth = 4
cts.clk_slew.worst_paths_ns = 0.06
cts_tree = done
cts_sinks = 2048
post-cts-setup-buffer-count = 0
holdBufCountCts = 0

[flow_run]
warnings = 52
maxCapViolations = 0

[timing]
fin_crit_sh = 0.535
hold_violations = 0
setup_viol = 0
worstMarginPinSlew_ns = 0.953
relSlewSlack = 0.363
rsz0062_at_grt = no
fmax_mhz = 46.5
tns_ns = 0
drv_slew = 0
min_period_ns = 21.50
hold_ws_ns = 7.86

[run_status]
status = finished, final reports clean
-- logic make-up after synthesis --
kind of cell | Yosys count
flops | 2048
buf+inv | 300
simple gates | 424
mux | 502
compound gates | 933
-- layout make-up --
cell class              count  share of cell area
inverters                   2            0.000169
clock buffers             262              0.0595
well taps                2542              0.0357
repair buffers            264              0.0229
multi-input cells        1859               0.181
diodes                      1           0.0000281
clock inverters           107              0.0104
flip-flops and latches   2048               0.691
-- metrics by stage --
| stage | cell area (um2) | worst slack (ns) |
|---|---|---|
| 2_1_floorplan | 78300 | 22.01 |
| 3_3_place_gp | 82800 | 18.72 |
| 3_5_place_dp | 82800 | 18.70 |
| 4_1_cts | 89000 | 18.70 |
| 5_1_grt | 89000 | 18.50 |
| 6_report | 89000 | 18.70 |
-- path summary, 6_finish.rpt --
check             startpoint          to  slack, ns  cells past startpoint
hold / removal         wd[8]  RAM[49][8]       7.86                      2
setup / recovery        a[4]      rd[30]      18.70                     11
-- power breakdown --
part	internal (W)	switching, W	total (W)
clock	0.00101	0.000783	0.00179
sequential	0.00236	0.00000288	0.00237
combinational	0.0000753	0.000156	0.000232
total	0.00345	0.000942	0.00439
-- routing by layer --
| metal | share of wire | vias to the layer above | wire length [um] | track usage |
|---|---|---|---|---|
| met5 | 0.00066 | - | 136 | 0.00488 |
| met4 | 0.035 | 4 | 7210 | 0.0653 |
| met3 | 0.15 | 352 | 31600 | 0.154 |
| met2 | 0.47 | 2391 | 96800 | 0.336 |
| met1 | 0.34 | 20800 | 70600 | 0.287 |
| li1 | - | 17900 | - | - |
-- worst max-delay path: stages --
cell	delay [ns]
buf_8	0.39
buf_4	0.57
buf_4	0.64
buf_4	0.65
buf_4	0.63
mux2_2	0.42
a21oi_1	0.15
o221ai_1	0.27
a221o_1	0.45
or3_1	0.53
clkdlybuf4s50_1	0.49
-- cell usage in the layout, fill, tap and decap left out, types with 32 or more instances in the layout --
cell             instances
a21oi_1                121
a221oi_1               175
a22o_1                  66
a22oi_1                188
a31oi_1                 43
and3_1                  85
buf_2                   32
buf_4                  191
clkbuf_1                59
clkbuf_16              203
clkdlybuf4s50_1         36
clkinv_1                52
edfxtp_1              2048
mux2_2                 147
mux2i_1                259
mux4_2                  96
nand3_1                 53
nor2_1                  77
nor2_4                  67
o21ai_0                 84
o22a_1                  70
o22ai_1                 93
Power figures rest on the tool's default switching activity, not on a simulated workload.
